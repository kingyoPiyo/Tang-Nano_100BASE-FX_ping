### flow/design.v
module crc # (
    parameter DATA_WIDTH = 8,                        
    parameter CRC_WIDTH = 16,                        
    parameter [CRC_WIDTH-1:0] POLYNOMIAL = 16'h1021, 
    parameter [CRC_WIDTH-1:0] SEED_VAL = 16'h0,      
    parameter OUTPUT_EXOR = 16'h0                    
) (
    input CLK,                           
    input RESET_N,                       
    input IN_CLR,                        
    input IN_ENA,                        
    input [DATA_WIDTH-1:0] IN_DATA,      
    output [CRC_WIDTH-1:0] OUT_CRC       
);
    reg [CRC_WIDTH-1:0] crc_reg;
    function [CRC_WIDTH-1:0] crc_calc;
        input [CRC_WIDTH-1:0] in_crc;
        input in_data;
        integer i;
    begin
        for (i = 0; i < CRC_WIDTH; i = i + 1) begin
                crc_calc[i] = 1'b0;
            if (i != 0)
                crc_calc[i] = in_crc[i-1];
            if (POLYNOMIAL[i])
                crc_calc[i] = crc_calc[i] ^ in_crc[CRC_WIDTH-1] ^ in_data;
        end
    end
    endfunction
    function [CRC_WIDTH-1:0] crc_calc_l;
        input [CRC_WIDTH-1:0] in_crc;
        input [DATA_WIDTH-1:0] in_data;
        integer i;
        begin
            crc_calc_l = in_crc;
            for (i = 0; i < DATA_WIDTH; i = i + 1) begin
                crc_calc_l = crc_calc(crc_calc_l, in_data[(DATA_WIDTH-1)-i]);
            end
        end
    endfunction
    always @(posedge CLK or negedge RESET_N) begin
        if (~RESET_N)
            crc_reg <= SEED_VAL;
        else begin
            if (IN_CLR)
                crc_reg <= SEED_VAL;
            else if (IN_ENA)
                crc_reg <= crc_calc_l(crc_reg, {IN_DATA[0], IN_DATA[1], IN_DATA[2], IN_DATA[3]});  
        end
    end
    assign OUT_CRC = crc_reg ^ OUTPUT_EXOR;
endmodule
module icmp_echo (
    input   wire            i_clk,
    input   wire            i_res_n,
    input   wire            i_4b_en,
    input   wire    [3:0]   i_4b_data,
    output  reg             o_tx_en,
    output  wire    [3:0]   o_tx_data
);
    reg     r_4b_en_ff;
    wire    w_start_trig = (~r_4b_en_ff & i_4b_en);
    always @(posedge i_clk or negedge i_res_n) begin
        if (~i_res_n) begin
            r_4b_en_ff <= 1'b0;
        end else begin
            r_4b_en_ff <= i_4b_en;
        end
    end
    reg     [11:0]  r_jk_cnt;
    reg             r_sfd_wait;
    always @(posedge i_clk or negedge i_res_n) begin
        if (~i_res_n) begin
            r_jk_cnt <= 12'd0;
            r_sfd_wait <= 1'b0;
        end else begin
            if (w_start_trig) begin
                r_sfd_wait <= 1'b1;
            end else begin
                if (r_sfd_wait && i_4b_data == 4'hd) begin
                    r_jk_cnt <= 12'd0;
                    r_sfd_wait <= 1'b0;
                end else begin
                    if (r_jk_cnt != 12'd4095) begin
                        r_jk_cnt <= r_jk_cnt + 12'd1;
                    end
                end
            end
        end
    end
    reg     [15:0]  r_ipv4_total_len;
    always @(posedge i_clk or negedge i_res_n) begin
        if (~i_res_n) begin
            r_ipv4_total_len <= 16'd0;
        end else begin
            if (r_jk_cnt == 12'd32) r_ipv4_total_len[11: 8] <= i_4b_data;
            if (r_jk_cnt == 12'd33) r_ipv4_total_len[15:12] <= i_4b_data;
            if (r_jk_cnt == 12'd34) r_ipv4_total_len[ 3: 0] <= i_4b_data;
            if (r_jk_cnt == 12'd35) r_ipv4_total_len[ 7: 4] <= i_4b_data;
            if (r_jk_cnt == 12'd36) r_ipv4_total_len <= r_ipv4_total_len + 16'd24; 
        end
    end
    parameter PLEN = 25;
    integer i;
    reg     [3:0]   r_pip   [PLEN - 1:0];
    always @(posedge i_clk) begin
        r_pip[0] <= i_4b_data[3:0];
        for (i = 1; i < PLEN; i = i + 1) begin
            r_pip[i] <= r_pip[i - 1];
        end
    end
    reg     [3:0]   r_tx_data;
    reg     [15:0]  r_icmp_sum;
    wire    [15:0]  w_icmp_sum = r_icmp_sum + 16'h0800;
    always @(posedge i_clk) begin
        if (r_jk_cnt == 12'd84) begin
            r_icmp_sum <= {r_pip[10], r_pip[11], r_pip[8], r_pip[9]};
        end
        r_tx_data <= (r_jk_cnt >= 12'd13 && r_jk_cnt <= 12'd24)  ? r_pip[ 0] :   
                     (r_jk_cnt >= 12'd25 && r_jk_cnt <= 12'd36)  ? r_pip[24] :   
                     (r_jk_cnt >= 12'd65 && r_jk_cnt <= 12'd72)  ? r_pip[ 4] :   
                     (r_jk_cnt >= 12'd73 && r_jk_cnt <= 12'd80)  ? r_pip[20] :   
                     (r_jk_cnt == 12'd81)                        ? 4'h0 :        
                     (r_jk_cnt == 12'd82)                        ? 4'h0 :        
                     (r_jk_cnt == 12'd85)                        ? w_icmp_sum[11: 8] :   
                     (r_jk_cnt == 12'd86)                        ? w_icmp_sum[15:12] :   
                     (r_jk_cnt == 12'd87)                        ? w_icmp_sum[ 3: 0] :   
                     (r_jk_cnt == 12'd88)                        ? w_icmp_sum[ 7: 4] :   
                     r_pip[12];
    end
    wire    [31:0]  w_crc_out;
    wire            w_crc_en = (r_jk_cnt >= 12'd14 && r_jk_cnt <= ({r_ipv4_total_len[10:0], 1'b0} - 12'd7));
    crc crc (
        .CLK ( i_clk ),
        .RESET_N ( i_res_n ),
        .IN_CLR ( w_start_trig ),
        .IN_ENA ( w_crc_en ),
        .IN_DATA ( r_tx_data[3:0] ),
        .OUT_CRC ( w_crc_out[31:0] )
    );
    defparam crc.DATA_WIDTH = 4;
    defparam crc.CRC_WIDTH = 32;
    defparam crc.POLYNOMIAL = 32'h04C11DB7;
    defparam crc.SEED_VAL = 32'hFFFFFFFF;
    defparam crc.OUTPUT_EXOR = 32'hFFFFFFFF;
    assign o_tx_data = (r_jk_cnt == ({r_ipv4_total_len[10:0], 1'b0} - 12'd6)) ? {w_crc_out[28], w_crc_out[29], w_crc_out[30], w_crc_out[31]} :
                       (r_jk_cnt == ({r_ipv4_total_len[10:0], 1'b0} - 12'd5)) ? {w_crc_out[24], w_crc_out[25], w_crc_out[26], w_crc_out[27]} :
                       (r_jk_cnt == ({r_ipv4_total_len[10:0], 1'b0} - 12'd4)) ? {w_crc_out[20], w_crc_out[21], w_crc_out[22], w_crc_out[23]} :
                       (r_jk_cnt == ({r_ipv4_total_len[10:0], 1'b0} - 12'd3)) ? {w_crc_out[16], w_crc_out[17], w_crc_out[18], w_crc_out[19]} :
                       (r_jk_cnt == ({r_ipv4_total_len[10:0], 1'b0} - 12'd2)) ? {w_crc_out[12], w_crc_out[13], w_crc_out[14], w_crc_out[15]} :
                       (r_jk_cnt == ({r_ipv4_total_len[10:0], 1'b0} - 12'd1)) ? {w_crc_out[ 8], w_crc_out[ 9], w_crc_out[10], w_crc_out[11]} :
                       (r_jk_cnt == ({r_ipv4_total_len[10:0], 1'b0} - 12'd0)) ? {w_crc_out[ 4], w_crc_out[ 5], w_crc_out[ 6], w_crc_out[ 7]} :
                       (r_jk_cnt == ({r_ipv4_total_len[10:0], 1'b0} + 12'd1)) ? {w_crc_out[ 0], w_crc_out[ 1], w_crc_out[ 2], w_crc_out[ 3]} :
                       r_tx_data;
    always @(posedge i_clk or negedge i_res_n) begin
        if (~i_res_n) begin
            o_tx_en <= 1'b0;
        end else begin
            if (r_jk_cnt == 12'd8)                                      o_tx_en <= 1'b1;
            if (r_jk_cnt == ({r_ipv4_total_len[10:0], 1'b0} + 12'd1))   o_tx_en <= 1'b0;
        end
    end
endmodule
### flow/run.sh
#!/bin/bash
# OpenROAD 26Q1-2900-gdf79404cd8, Yosys 0.63+post, stock flow scripts
make -C /OpenROAD-flow-scripts/flow DESIGN_CONFIG=/design/flow/config.mk WORK_HOME=/design/flow/orfs finish
### flow/config.mk
export PLATFORM = sky130hd
export DESIGN_NAME = icmp_echo
export DESIGN_NICKNAME = icmp_echo
export VERILOG_FILES = /design/flow/design.v
export SDC_FILE = /design/flow/constraint.sdc
export NUM_CORES = 4
export LEC_CHECK = 1
export CORE_UTILIZATION = 40
### flow/constraint.sdc
current_design icmp_echo

set clk_period 7.1
set clk_io_pct 0.2

create_clock -name clk0 -period $clk_period [get_ports {i_clk}]

set non_clock_inputs [all_inputs -no_clocks]
set_input_delay [expr $clk_period * $clk_io_pct] -clock clk0 $non_clock_inputs
set_output_delay [expr $clk_period * $clk_io_pct] -clock clk0 [all_outputs]
==> qor.txt <==
Fmax achieved - 180 MHz
H-tree levels - 4
XOR Share, Synth - 0.0935
Maximum capacitance violations - 0
Proportion of layout cells with a drive suffix above 1 - 0.127
Total antenna diodes in the routed design - 0
Post-route antenna net violation count - 0
Floorplan core density - 0.414
Pre-Repair DR Iteration Count - 5
RSZ-0062 raised after global routing - no
Count of buffers added by post-CTS timing repair for setup - 0
Die Ht - 142 µm
Post-synth cell types - 67
# IOs - 12
Number of endpoints with negative hold slack in the final report - 0
Leakage power - 3.49 nW
Number of global-route vias before repair - 5294
Tally of yosys warning messages - 3
Clock-pin slew of the registers on the worst-case setup and hold paths - 70 ps
CP peak stage delay - 590 ps
Synth flops - 178
Status - finished, final reports clean
Weighted congestion reported at the end of routability-driven placement - 0.919
Kind of cell adding the most delay to the critical path - simple AND/OR/NAND/NOR gates
Number of warnings in the stage logs - 34
Total number of vias - 5425
Path class of the lowest-slack min-delay path - flop to flop
Total of buffers placed on input and output ports - 11
Final HPWL DP - 12100 µm
Synth-to-layout area growth - 12.0%
Floorplan die area - 20200 µm²
Number of enable flip-flop cells - 16
Chip Area, Yosys - 7870 µm²
Die width - 142 µm
Maximum resistive drop on vdd - 0.281 mV
Number of instances in the synthesized netlist - 745
Total core area - 19000 µm²
Synth Cell Area - 7870 µm²
Setup violation total in the final timing report - 0
Maximum number of pins on one net before global-route repair - 61
Largest driver fanout on the critical path - 12
Root Buffer - clkbuf_16
Vias per inst - 5.33
Async S/R FF share, synth - 0.326
Drt drc - 0
Tmin final - 5560 ps
Area share of and-or/or-and cells after synthesis - 0.133
Critical path startpoint category - flop
CTS tree - done
Final worst-path cycle share - 0.783
Maximum root-to-sink buffer count - 2
Data arrival time of the critical path - 4140 ps
Area fraction in and, or, nand and nor cells - 0.141
Count of buffer and inverter cells on the critical path - 2
Synth Area in Adders - 0.0413
Maximum clock skew at final layout - 8.37 ps
Wirelength per Cell - 16.9 µm
Slew headroom - 0.509
Number of placement rows - 50
Transition time at the pin with the least slew margin - 737 ps
Largest register FFs - 100
Power density over cell area - 480 nW/µm²
Number of buffers created by CTS - 17
Largest family of logic cells by area - simple AND/OR/NAND/NOR gates
Overall global routing resource usage - 0.189
Required arrival time at the worst endpoint - 5680 ps
Sequential-to-total area share from yosys stat - 0.515
Cell total in the yosys stat output - 745
Global-route wire length before repair - 28700 µm
Final core area utilization - 0.464
PostCTS Resize Cnt - 0
Final Routed Wirelength - 17200 µm
Global-route congestion overflow total - 0
Dominant synthesized flop cell - dfxtp_1
Kind of critical path - flop to output pin
Antenna violations before repair - 0
Critical-path cell list - inv_1, ha_1, nor3b_1, o311ai_0, xor2_1, or4_1, nor4_4, mux2i_1, clkdlybuf4s50_1
Max-slew violation total from the final report - 0
Initial DRC Count - 323
Critical path capture point type - output pin
Slowest stage cell on the critical path - or4_1
Total number of clock tree sinks - 178
Syn_area_per_cell - 10.6 µm²
Post-synth mux share - 0.0466
Post-route setup TNS - 0 ps
Clock Latency Late Sink - 420 ps
Number of hold buffers added after CTS - 0
[metrics by stage]
step / instance area, µm² / instances / power, mW / hold WS [ps] / worst slack [ps]
after floorplan: 7870 / 745 / 2.86 / 310 / 3190
after global placement: 8210 / 986 / 3.29 / 311 / 2160
after detailed placement: 8210 / 986 / 3.30 / 312 / 2010
after CTS: 8820 / 1018 / 4.26 / 324 / 1560
after global routing: 8820 / 1018 / 4.55 / 329 / 1240
final: 8820 / 1018 / 4.23 / 325 / 1540
[cell families (layout without fill, tap and decap cells)]
kind of cell,Yosys count,in the layout
AOI/OAI and AO/OA,151,151
buffers and inverters,57,70
and+or+nand+nor,214,214
muxes,35,35
adders and majority gates,26,26
xor gates and xnor gates,84,84
DFF,178,178
[worst reg2reg max path, cell delays in order (launching register included)]
cell	delay, ps
dfrtp_1	450
inv_1	180
ha_1	480
nor3b_1	600
nand2_1	230
xnor2_1	250
ha_1	280
nand3_1	120
nor4_1	60
a21oi_1	170
nand2_1	110
o21ai_4	120
buf_4	510
mux2i_1	290
nand2_1	70
[cell type report]
| class | count | area, µm² |
|---|---|---|
| clock buffers | 17 | 425 |
| well taps | 260 | 325 |
| multi-input cells | 510 | 3590 |
| fillers | 1731 | 10200 |
| inverters | 20 | 75.1 |
| flip-flops and latches | 178 | 4050 |
| repair buffers | 18 | 158 |
| clock inverters | 15 | 186 |
[cells in the final DEF (no fill, tap or decap), types with 16 or more instances in the layout]
master | netlist | routed
o21ai_0 | 23 | 23
edfxtp_1 | 16 | 16
dfxtp_1 | 104 | 104
dfstp_2 | 32 | 32
xor2_1 | 38 | 38
mux2i_1 | 22 | 22
nand3_1 | 28 | 28
o211ai_1 | 33 | 33
dfrtp_1 | 26 | 26
nor2_1 | 36 | 36
inv_1 | 20 | 20
xnor2_1 | 46 | 46
ha_1 | 26 | 26
clkbuf_16 | 0 | 17
a21oi_1 | 27 | 27
nand2_1 | 64 | 64
[layer usage]
layer,vias up,GRT usage,wire (µm)
met5,-,0,0
met1,2618,0.297,8350
met4,0,0.0311,329
met3,17,0.0326,659
li1,2685,-,-
met2,105,0.287,7880
[synthesized netlist by cell type (all sizes together), types with 4 or more instances]
cell,count,area share
clkbuf,27,0.013
nor4,9,0.011
nor3,13,0.0083
nor2b,8,0.0064
mux2,13,0.019
nor2,36,0.017
o21ai,26,0.017
xor2,38,0.042
mux2i,22,0.028
a31oi,7,0.0056
nand3,28,0.018
dfrtp,26,0.083
o22ai,6,0.0056
nand4,9,0.0072
nand2b,6,0.0048
o211ai,33,0.031
or4,4,0.0048
a21oi,27,0.017
a32oi,4,0.0044
nand2,64,0.031
a211oi,9,0.0086
and2,8,0.0064
and3,9,0.0072
inv,20,0.0095
xnor2,46,0.051
edfxtp,16,0.061
dfstp,32,0.11
o31ai,5,0.0048
buf,10,0.0075
ha,26,0.041
dfxtp,104,0.26
nor3b,9,0.0086
[where the power goes]
part | leakage, nW | internal (mW) | switching (mW)
logic | 1.52 | 0.761 | 0.996
clock network | 0.300 | 0.507 | 0.430
registers | 1.67 | 1.27 | 0.269
total | 3.49 | 2.54 | 1.69
[path summary, 6_finish.rpt]
path / cells past startpoint / endpoint / slack, ps / from
min in group asynchronous: 1 / r_ipv4_total_len[1]$_DFFE_PN0P_ / 790 / i_res_n
max in group asynchronous: 2 / r_4b_en_ff$_DFF_PN0_ / 5400 / i_res_n
min reg2reg: 0 / r_pip[4][2]$_DFF_P_ / 330 / r_pip[3][2]$_DFF_P_
max: 9 / o_tx_data[0] / 1540 / r_ipv4_total_len[2]$_DFFE_PN0P_
max reg2reg: 14 / crc.crc_reg[21]$_DFFE_PN1P_ / 3110 / r_ipv4_total_len[2]$_DFFE_PN0P_
min: 0 / r_pip[4][2]$_DFF_P_ / 330 / r_pip[3][2]$_DFF_P_
Power is estimated from default activity; no workload was simulated.
