==> design/flow/run.sh <==
#!/bin/bash
# OpenROAD 26Q1-2900-gdf79404cd8, Yosys 0.63+post, stock flow scripts
make -C /OpenROAD-flow-scripts/flow DESIGN_CONFIG=/design/flow/config.mk WORK_HOME=/design/flow/orfs finish
==> design/flow/config.mk <==
export PLATFORM = sky130hd
export DESIGN_NAME = eth_frame_split
export DESIGN_NICKNAME = eth_frame_split
export VERILOG_FILES = /design/flow/design.v
export SDC_FILE = /design/flow/constraint.sdc
export NUM_CORES = 4
export LEC_CHECK = 1
export CORE_UTILIZATION = 40
==> design/flow/constraint.sdc <==
current_design eth_frame_split

set clk_period 2.4
set clk_io_pct 0.2

create_clock -name clk0 -period $clk_period [get_ports {i_clk}]

set non_clock_inputs [all_inputs -no_clocks]
set_input_delay [expr $clk_period * $clk_io_pct] -clock clk0 $non_clock_inputs
set_output_delay [expr $clk_period * $clk_io_pct] -clock clk0 [all_outputs]
==> design/flow/design.v <==
module eth_frame_split #(
    parameter EtherMyMAC    = 48'h123456789ABC,
    parameter EtherMyIP_1   = 8'd192,
    parameter EtherMyIP_2   = 8'd168,
    parameter EtherMyIP_3   = 8'd37,
    parameter EtherMyIP_4   = 8'd24
    ) (
    input   wire            i_clk,
    input   wire            i_res_n,
    input   wire    [3:0]   i_mii_rx_data,
    input   wire            i_mii_rx_dv,
    output  wire    [3:0]   o_mii_rx_data,
    output  wire            o_mii_rx_dv,
    output  reg             o_arp_en,
    output  reg             o_icmp_en
);
    reg     [11:0]  r_4b_cnt;
    always @(posedge i_clk or negedge i_res_n) begin
        if (~i_res_n) begin
            r_4b_cnt <= 12'd0;
        end else begin
            if (~i_mii_rx_dv) begin
                r_4b_cnt <= 12'd0;
            end else begin
                if (r_4b_cnt != 12'd4095) begin
                    r_4b_cnt <= r_4b_cnt + 12'd1;
                end
            end
        end
    end
    reg             r_is_arp;
    reg             r_is_icmp;
    always @(posedge i_clk or negedge i_res_n) begin
        if (~i_res_n) begin
            o_arp_en <= 1'b0;
            o_icmp_en <= 1'b0;
            r_is_arp <= 1'b0;
            r_is_icmp <= 1'b0;
        end else begin
            if (r_4b_cnt == 12'd0) begin
                r_is_arp <= 1'b1;
                r_is_icmp <= 1'b1;
            end
            if (r_4b_cnt == 12'd14 && i_mii_rx_data != EtherMyMAC[43:40] && i_mii_rx_data != 4'hF) r_is_arp <= 1'b0;
            if (r_4b_cnt == 12'd15 && i_mii_rx_data != EtherMyMAC[47:44] && i_mii_rx_data != 4'hF) r_is_arp <= 1'b0;
            if (r_4b_cnt == 12'd16 && i_mii_rx_data != EtherMyMAC[35:32] && i_mii_rx_data != 4'hF) r_is_arp <= 1'b0;
            if (r_4b_cnt == 12'd17 && i_mii_rx_data != EtherMyMAC[39:36] && i_mii_rx_data != 4'hF) r_is_arp <= 1'b0;
            if (r_4b_cnt == 12'd18 && i_mii_rx_data != EtherMyMAC[27:24] && i_mii_rx_data != 4'hF) r_is_arp <= 1'b0;
            if (r_4b_cnt == 12'd19 && i_mii_rx_data != EtherMyMAC[31:28] && i_mii_rx_data != 4'hF) r_is_arp <= 1'b0;
            if (r_4b_cnt == 12'd20 && i_mii_rx_data != EtherMyMAC[19:16] && i_mii_rx_data != 4'hF) r_is_arp <= 1'b0;
            if (r_4b_cnt == 12'd21 && i_mii_rx_data != EtherMyMAC[23:20] && i_mii_rx_data != 4'hF) r_is_arp <= 1'b0;
            if (r_4b_cnt == 12'd22 && i_mii_rx_data != EtherMyMAC[11: 8] && i_mii_rx_data != 4'hF) r_is_arp <= 1'b0;
            if (r_4b_cnt == 12'd23 && i_mii_rx_data != EtherMyMAC[15:12] && i_mii_rx_data != 4'hF) r_is_arp <= 1'b0;
            if (r_4b_cnt == 12'd24 && i_mii_rx_data != EtherMyMAC[ 3: 0] && i_mii_rx_data != 4'hF) r_is_arp <= 1'b0;
            if (r_4b_cnt == 12'd25 && i_mii_rx_data != EtherMyMAC[ 7: 4] && i_mii_rx_data != 4'hF) r_is_arp <= 1'b0;
            if (r_4b_cnt == 12'd90 && i_mii_rx_data != EtherMyIP_1[3:0]) r_is_arp <= 1'b0;
            if (r_4b_cnt == 12'd91 && i_mii_rx_data != EtherMyIP_1[7:4]) r_is_arp <= 1'b0;
            if (r_4b_cnt == 12'd92 && i_mii_rx_data != EtherMyIP_2[3:0]) r_is_arp <= 1'b0;
            if (r_4b_cnt == 12'd93 && i_mii_rx_data != EtherMyIP_2[7:4]) r_is_arp <= 1'b0;
            if (r_4b_cnt == 12'd94 && i_mii_rx_data != EtherMyIP_3[3:0]) r_is_arp <= 1'b0;
            if (r_4b_cnt == 12'd95 && i_mii_rx_data != EtherMyIP_3[7:4]) r_is_arp <= 1'b0;
            if (r_4b_cnt == 12'd96 && i_mii_rx_data != EtherMyIP_4[3:0]) r_is_arp <= 1'b0;
            if (r_4b_cnt == 12'd97 && i_mii_rx_data != EtherMyIP_4[7:4]) r_is_arp <= 1'b0;
            if (r_4b_cnt == 12'd14 && i_mii_rx_data != EtherMyMAC[43:40]) r_is_icmp <= 1'b0;
            if (r_4b_cnt == 12'd15 && i_mii_rx_data != EtherMyMAC[47:44]) r_is_icmp <= 1'b0;
            if (r_4b_cnt == 12'd16 && i_mii_rx_data != EtherMyMAC[35:32]) r_is_icmp <= 1'b0;
            if (r_4b_cnt == 12'd17 && i_mii_rx_data != EtherMyMAC[39:36]) r_is_icmp <= 1'b0;
            if (r_4b_cnt == 12'd18 && i_mii_rx_data != EtherMyMAC[27:24]) r_is_icmp <= 1'b0;
            if (r_4b_cnt == 12'd19 && i_mii_rx_data != EtherMyMAC[31:28]) r_is_icmp <= 1'b0;
            if (r_4b_cnt == 12'd20 && i_mii_rx_data != EtherMyMAC[19:16]) r_is_icmp <= 1'b0;
            if (r_4b_cnt == 12'd21 && i_mii_rx_data != EtherMyMAC[23:20]) r_is_icmp <= 1'b0;
            if (r_4b_cnt == 12'd22 && i_mii_rx_data != EtherMyMAC[11: 8]) r_is_icmp <= 1'b0;
            if (r_4b_cnt == 12'd23 && i_mii_rx_data != EtherMyMAC[15:12]) r_is_icmp <= 1'b0;
            if (r_4b_cnt == 12'd24 && i_mii_rx_data != EtherMyMAC[ 3: 0]) r_is_icmp <= 1'b0;
            if (r_4b_cnt == 12'd25 && i_mii_rx_data != EtherMyMAC[ 7: 4]) r_is_icmp <= 1'b0;
            if (r_4b_cnt == 12'd38 && i_mii_rx_data != 4'h8) r_is_arp <= 1'b0;   
            if (r_4b_cnt == 12'd39 && i_mii_rx_data != 4'h0) r_is_arp <= 1'b0;   
            if (r_4b_cnt == 12'd40 && i_mii_rx_data != 4'h6) r_is_arp <= 1'b0;   
            if (r_4b_cnt == 12'd41 && i_mii_rx_data != 4'h0) r_is_arp <= 1'b0;   
            if (r_4b_cnt == 12'd38 && i_mii_rx_data != 4'h8) r_is_icmp <= 1'b0;  
            if (r_4b_cnt == 12'd39 && i_mii_rx_data != 4'h0) r_is_icmp <= 1'b0;  
            if (r_4b_cnt == 12'd40 && i_mii_rx_data != 4'h0) r_is_icmp <= 1'b0;  
            if (r_4b_cnt == 12'd41 && i_mii_rx_data != 4'h0) r_is_icmp <= 1'b0;  
            if (r_4b_cnt == 12'd60 && i_mii_rx_data != 4'h1) r_is_icmp <= 1'b0;  
            if (r_4b_cnt == 12'd61 && i_mii_rx_data != 4'h0) r_is_icmp <= 1'b0;  
            if (r_4b_cnt == 12'd82 && i_mii_rx_data != 4'h8) r_is_icmp <= 1'b0;  
            if (r_4b_cnt == 12'd83 && i_mii_rx_data != 4'h0) r_is_icmp <= 1'b0;  
            if (r_4b_cnt == 12'd98) begin
                o_arp_en <= r_is_arp;
                o_icmp_en <= r_is_icmp;
            end
        end
    end
    parameter SLEN = 99;  
    integer i;
    reg     [3:0]   r_data_shift    [SLEN - 1:0];
    reg             r_dv_shift      [SLEN - 1:0];
    initial begin
        for (i = 0; i < SLEN; i = i + 1) begin
            r_data_shift[i] = 4'd0;
            r_dv_shift[i] = 1'b0;
        end
    end
    always @(posedge i_clk) begin
        r_data_shift[0] <= i_mii_rx_data[3:0];
        r_dv_shift[0] <= i_mii_rx_dv;
        for (i = 1; i < SLEN; i = i + 1) begin
            r_data_shift[i] <= r_data_shift[i - 1];
            r_dv_shift[i] <= r_dv_shift[i - 1];
        end
    end
    assign o_mii_rx_data[3:0] = r_data_shift[SLEN - 1];
    assign o_mii_rx_dv = r_dv_shift[SLEN - 1];
endmodule
==> impl_metrics.prom <==
# HELP chip_impl_metric Yosys and OpenROAD flow results
# TYPE chip_impl_metric gauge
chip_impl_info{name="root_buffer",value="sky130_fd_sc_hd__clkbuf_16"} 1
chip_impl_info{name="synth_top_cell_by_count",value="sky130_fd_sc_hd__dfxtp_1"} 1
chip_impl_metric{name="switching_power",unit="W"} 0.00283
chip_impl_info{name="synth.largest_area_cell",value="sky130_fd_sc_hd__dfxtp_1"} 1
chip_impl_metric{name="post_synth_regs",unit=""} 511
chip_impl_metric{name="die_x",unit="um"} 170
chip_impl_metric{name="placedCellCount",unit=""} 1046
chip_impl_metric{name="synth.yosys.num_cells",unit=""} 660
chip_impl_metric{name="post_route_core_utilization",unit=""} 0.479
chip_impl_metric{name="max_freq",unit="MHz"} 484
chip_impl_metric{name="place.detailed.hpwl",unit="mm"} 5.43
chip_impl_metric{name="nFillCells",unit=""} 2313
chip_impl_metric{name="internal_power",unit="W"} 0.0127
chip_impl_metric{name="final-seq-area",unit="sq mm"} 0.0103
chip_impl_metric{name="htree_levels",unit=""} 2
chip_impl_metric{name="groute.usage.overall",unit=""} 0.0851
chip_impl_metric{name="synth-warning-count",unit=""} 3
chip_impl_info{name="status",value="complete, no violations"} 1
chip_impl_metric{name="die_area",unit="sq mm"} 0.0288
chip_impl_metric{name="global_route_wire_length_before_repair",unit="mm"} 19.5
chip_impl_metric{name="num_antenna_cells",unit=""} 0
chip_impl_metric{name="drc",unit=""} 0
chip_impl_metric{name="post_route_cells_drive_above_1_share",unit=""} 0.116
chip_impl_metric{name="postCtsSetupBuffers",unit=""} 0
chip_impl_metric{name="detailroute.via_count",unit=""} 4444
chip_impl_metric{name="post-layout-total-power",unit="W"} 0.0155
chip_impl_metric{name="cts_sinks",unit=""} 511
chip_impl_info{name="yosys-top-cells-count",value="sky130_fd_sc_hd__dfxtp_1, sky130_fd_sc_hd__nor2_1, sky130_fd_sc_hd__dfrtp_1"} 1
chip_impl_metric{name="grt_max_degree",unit=""} 17
chip_impl_metric{name="enable_flop_cells",unit=""} 0
chip_impl_metric{name="placement.setup.worst_slack",unit="ns"} -0.0107
chip_impl_metric{name="fin_cells",unit=""} 1120
chip_impl_metric{name="detail-route-antenna-nets",unit=""} 0
chip_impl_metric{name="stage_log_warnings",unit=""} 28
chip_impl_metric{name="yosysSeqAreaShare",unit=""} 0.916
chip_impl_metric{name="tritoncts.num_buffers",unit=""} 44
chip_impl_info{name="cts_tree",value="yes"} 1
chip_impl_info{name="yosys_most_used_dff",value="sky130_fd_sc_hd__dfxtp_1"} 1
chip_impl_metric{name="io_buffers",unit=""} 13
chip_impl_metric{name="power.share.clock",unit=""} 0.428
chip_impl_metric{name="detail_route.wirelength",unit="mm"} 11.2
chip_impl_metric{name="synth.avg_cell_area",unit="sq um"} 17.1
chip_impl_metric{name="detail_route.vias_per_cell",unit=""} 3.97
chip_impl_metric{name="worst_ep_required_time",unit="ns"} 2.83
chip_impl_metric{name="worst_skew_pair.late_latency",unit="ns"} 0.52
chip_impl_metric{name="coreArea",unit="sq mm"} 0.0277
chip_impl_info{name="critical_path_class",value="reg2reg"} 1
chip_impl_metric{name="fp_util",unit=""} 0.406
chip_impl_metric{name="tightest_slew",unit="ns"} 0.453
chip_impl_metric{name="number_of_maximum_capacitance_violations",unit=""} 0
chip_impl_metric{name="ioPinCount",unit=""} 14
chip_impl_metric{name="grt_pass1_vias",unit=""} 4189
chip_impl_metric{name="async_reset_ff_frac",unit=""} 0.0313
chip_impl_metric{name="power.share.switching",unit=""} 0.183
chip_impl_metric{name="netlist_area",unit="sq mm"} 0.0113
chip_impl_info{name="cp-start-kind",value="register"} 1
chip_impl_metric{name="worst_hold_slack",unit="ns"} 0.272
chip_impl_info{name="synth.area.top_cells",value="sky130_fd_sc_hd__dfxtp_1, sky130_fd_sc_hd__dfrtp_1, sky130_fd_sc_hd__nor2_1"} 1
chip_impl_metric{name="relSlewSlack",unit=""} 0.694
chip_impl_metric{name="cts_resized",unit=""} 0
chip_impl_metric{name="report.final.hold_viol_count",unit=""} 0
chip_impl_metric{name="cts_buffer_depth",unit=""} 3
chip_impl_metric{name="yosys_area",unit="sq mm"} 0.0113
chip_impl_metric{name="setup_slack",unit="ns"} 0.333
chip_impl_metric{name="place_congestion",unit=""} 0.905
chip_impl_metric{name="timing.final.crit_period",unit="ns"} 2.07
chip_impl_metric{name="die_height",unit="um"} 170
chip_impl_metric{name="post_cts_hold_buffer_count",unit=""} 0
chip_impl_metric{name="worst_ep_arrival_time",unit="ns"} 2.50
chip_impl_metric{name="initialDrtViolationCount",unit=""} 228
chip_impl_info{name="worst_hold_path_type",value="in2async"} 1
chip_impl_metric{name="synth_cell_types",unit=""} 48
chip_impl_metric{name="clk_transition_reported_paths",unit="ns"} 0.07
chip_impl_metric{name="timing.final.crit_share",unit=""} 0.861
chip_impl_metric{name="timing.critical_path.fanout_max",unit=""} 6
chip_impl_metric{name="timing.clock.skew",unit="ns"} 0.00888
chip_impl_metric{name="detailedRoute.firstPassIterationCount",unit=""} 4
chip_impl_metric{name="setup-violations-final",unit=""} 0
chip_impl_metric{name="yosys.area.top_type_share",unit=""} 0.880
chip_impl_metric{name="power_density",unit="mW/mm^2"} 1170
chip_impl_info{name="grt_setup_unrepaired",value="false"} 1
chip_impl_metric{name="route.detailed.wl_per_inst",unit="um"} 10.0
chip_impl_metric{name="placement_rows",unit=""} 61
chip_impl_metric{name="pwr-share-comb",unit=""} 0.007
chip_impl_metric{name="max-vdd-ir-drop",unit="V"} 0.000614
chip_impl_metric{name="logic_area",unit="sq um"} 862
chip_impl_info{name="end_kind",value="register"} 1
chip_impl_metric{name="static-leakage-power",unit="nW"} 5.35
chip_impl_metric{name="globalRouteOverflowTotal",unit=""} 0
chip_impl_metric{name="synthCells",unit=""} 660
chip_impl_metric{name="flow.area_growth_from_synthesis",unit="%"} 17.8
chip_impl_metric{name="grt_antenna_before_repair",unit=""} 0
chip_impl_metric{name="timing_max_transition_violations_final",unit=""} 0
chip_impl_metric{name="power.sequential.fraction",unit=""} 0.565
-- stage by stage --
step	TNS (ns)	instance area [sq um]
final	0	13300
after global routing	0	13300
after CTS	0	13300
after detailed placement	-0.0107	11900
after global placement	0	11900
after floorplan	0	11300
-- routing by layer --
| metal | track usage | wire (um) | vias to the layer above |
|---|---|---|---|
| met5 | 0 | 0 | - |
| met4 | 0.0376 | 517 | 0 |
| met3 | 0.0240 | 643 | 53 |
| met2 | 0.104 | 4090 | 107 |
| met1 | 0.145 | 6000 | 2026 |
| li1 | - | - | 2258 |
-- path summary, 6_finish.rpt --
kind | start | end | slack (ns) | cells past startpoint
worst min register to register | r_data_shift[3][0] | r_data_shift[4][0] | 0.32 | 0
min in group clk0 | r_data_shift[3][0] | r_data_shift[4][0] | 0.32 | 0
worst max register to register | r_4b_cnt[0] | r_is_arp | 0.33 | 7
worst min-delay path | i_res_n | r_4b_cnt[11] | 0.27 | 2
worst max-delay path | r_4b_cnt[0] | r_is_arp | 0.33 | 7
max in group asynchronous | i_res_n | r_4b_cnt[9] | 1.93 | 2
-- cell type report --
type,instances,share of cell area
timing repair buffer,22,0.0149
clock buffer,64,0.0994
tap,378,0.0357
multi-input combinational,131,0.0650
inverter,4,0.00113
clock inverter,10,0.00651
sequential,511,0.777
-- flip-flops by register name, summed over array words and instances (netlist names) --
name	flops
r_is_arp	1
o_arp_en	1
o_icmp_en	1
r_data_shift	396
r_dv_shift	99
r_is_icmp	1
r_4b_cnt	12
-- worst max-delay path: stages (launching register included) --
cell and delay, ns:
sky130_fd_sc_hd__dfrtp_1 0.45, sky130_fd_sc_hd__inv_1 0.11, sky130_fd_sc_hd__ha_1 0.30, sky130_fd_sc_hd__nand2_1 0.13
sky130_fd_sc_hd__or3_1 0.32, sky130_fd_sc_hd__nor4b_1 0.38, sky130_fd_sc_hd__o211ai_1 0.14, sky130_fd_sc_hd__a211oi_2 0.15
-- layout by cell type, fill, tap and decap left out, drive strengths merged, types with 7 or more instances in the layout --
cell type | synthesis | layout
a21oi | 9 | 9
buf | 7 | 9
clkbuf | 7 | 64
clkdlybuf4s50 | 0 | 13
dfrtp | 16 | 16
dfxtp | 495 | 495
nand2 | 10 | 10
nand3 | 9 | 9
nand4 | 7 | 7
nor2 | 18 | 18
nor3 | 7 | 7
o21ai | 8 | 8
-- power by group through the flow --
stage	Sequential, W	Combinational, W	Clock (W)
6_report	0.00876	0.000109	0.00663
5_1_grt	0.00878	0.000121	0.00725
4_1_cts	0.00877	0.000108	0.00686
-- cells by family (layout without fill, tap and decap cells) --
| group | count (synthesis) | after routing | synth area share |
|---|---|---|---|
| adders and majority gates | 4 | 4 | 0.00445 |
| xor gates and xnor gates | 7 | 7 | 0.00545 |
| muxes | 2 | 2 | 0.00200 |
| DFF | 511 | 511 | 0.916 |
| AOI/OAI and AO/OA | 37 | 37 | 0.0230 |
| and+or+nand+nor | 81 | 81 | 0.0417 |
| buffers and inverters | 18 | 100 | 0.00745 |
Power and IR drop assume default switching activity.
