===== ./run.sh =====
#!/bin/bash
# OpenROAD 26Q1-2900-gdf79404cd8, Yosys 0.63+post, stock flow scripts
make -C /OpenROAD-flow-scripts/flow DESIGN_CONFIG=/design/flow/config.mk WORK_HOME=/design/flow/orfs finish

===== ./config.mk =====
export PLATFORM = sky130hd
export DESIGN_NAME = dec4b5b
export DESIGN_NICKNAME = dec4b5b
export VERILOG_FILES = /design/flow/design.v
export SDC_FILE = /design/flow/constraint.sdc
export NUM_CORES = 4
export LEC_CHECK = 1
export CORE_AREA = 10 10 70 70
export DIE_AREA = 0 0 80 80

===== ./constraint.sdc =====
current_design dec4b5b

set clk_period 1.7
set clk_io_pct 0.2

create_clock -name clk0 -period $clk_period

set non_clock_inputs [all_inputs -no_clocks]
set_input_delay [expr $clk_period * $clk_io_pct] -clock clk0 $non_clock_inputs
set_output_delay [expr $clk_period * $clk_io_pct] -clock clk0 [all_outputs]

===== ./design.v =====
module dec4b5b (
    input   wire    [4:0]   i_data,
    output  wire    [3:0]   o_data
);
    assign  o_data = (i_data == 5'b11110) ? 4'h0 :
                     (i_data == 5'b01001) ? 4'h1 :
                     (i_data == 5'b10100) ? 4'h2 :
                     (i_data == 5'b10101) ? 4'h3 :
                     (i_data == 5'b01010) ? 4'h4 :
                     (i_data == 5'b01011) ? 4'h5 :
                     (i_data == 5'b01110) ? 4'h6 :
                     (i_data == 5'b01111) ? 4'h7 :
                     (i_data == 5'b10010) ? 4'h8 :
                     (i_data == 5'b10011) ? 4'h9 :
                     (i_data == 5'b10110) ? 4'hA :
                     (i_data == 5'b10111) ? 4'hB :
                     (i_data == 5'b11010) ? 4'hC :
                     (i_data == 5'b11011) ? 4'hD :
                     (i_data == 5'b11100) ? 4'hE :
                     (i_data == 5'b11101) ? 4'hF : 
                                            4'h0;    
endmodule

==> changes_impl.md <==
## Implementation

- Horiz. Die Dim: 80 microns
- Endpoint type of the worst setup path: primary output
- Pin count of the biggest net entering global routing: 8
- Relative slew slack: 0.887
- Post-CTS setup repair buffer count: 0
- Distinct cell type count of the synthesized netlist: 8
- Most frequently placed logic cells in the final layout: 4 x sky130_fd_sc_hd__clkdlybuf4s50_1, 3 x sky130_fd_sc_hd__and2_1, 3 x sky130_fd_sc_hd__buf_2
- Result of the run: completed
- Critical path fanouts, max: 6
- Worst Setup Start Kind: input pin
- Reported net switching power: 0.0000156 W
- Detailed Routing Iterations Pass 1: 4
- 1st-iter DRT viols: 3
- Core utilization before placement: 0.0253
- Ports: 9
- Area used by sequential logic in the layout: 0 sq um
- Worst-case hold slack: 1.10 ns
- Number of pins exceeding their max-slew limit in the final report: 0
- Path category of the worst min-delay check: input pin to primary output
- Chip area: 6400 sq um
- Residual DRC: 0
- Global-route wire length before repair: 407 microns
- Clock network fraction of total power: 0
- Share of synthesized area occupied by flip-flops and latches: 0
- Worst hold path startpoint: i_data[2]
- Share of total power in sequential cells: 0
- Post-layout util: 0.0659
- Post-DR vias/cell: 1.83
- Tool warnings: 33
- PortBufs: 9
- Total number of vias: 126
- Number of inserted diodes: 0
- All-layer global routing usage: 0.00739
- Die outline height: 80 microns
- Combinational Power Share: 1.000
- Final weighted congestion of routability-driven global placement: 0.669
- Number of maximum-capacitance violations: 0
- Vias in the first global route: 86
- Mean post-synth cell area: 6.17 sq um
- Setup-failing EPs final: 0
- Period Utilization, post-route: 0.964
- Final critical path time including I/O delays and setup: 1.64 ns
- Total area of multi-input combinational cells: 96.3 sq um
- Total leakage power: 0.0738 nW
- Final ANT Viol Nets: 0
- Number of fill cells in the layout: 412
- Remaining global-route overflow: 0
- Final hold violation count: 0
- Layout cell share with drive strength beyond 1: 0.261
- Cell count in the Yosys report: 14
- Most numerous logic cell after layout: sky130_fd_sc_hd__clkdlybuf4s50_1
- Signal arrival time at the worst endpoint: between 1 and 1.5 ns
- Source of the critical timing path: i_data[1]
- Internal: 0.0000283 W
- Number of sequential storage elements: 0
- Total number of yosys warnings: 0
- Core Rows: 21
- Slew of the pin with the lowest slew margin: 0.170 ns
- Critical setup path kind: input pin to primary output
- Area of the core: 3420 sq um
- Synthesis-to-layout area growth: 161%
- Final wirelength: 350 microns
- IR Drop Worst-Case VDD: approximately 18 uV
- Required time of the critical path: ~1.4 ns
- Mapped cell area: 86.3 sq um
- Number of antenna violations at the first check in global routing: 0
- # clk buffers: 0
- Peak Freq: 610 MHz
- Cells after synthesis: 14
- PwrDens: 195 nW/um^2
- Total cell area reported by yosys after synthesis: 86.3 sq um
- WL per Instance: 5.07 microns
- Sw frac: 0.355
-- final cells by class --
cell class / count / area share
Multi-Input combinational cell: 14 / 0.428
Timing Repair Buffer: 9 / 0.317
Tap cell: 46 / 0.256
-- kinds of logic (layout without fill, tap and decap cells) --
family,count (synthesis),after routing,synth area share
and+or+nand+nor,8,8,0.478
AOI/OAI and AO/OA,3,3,0.217
xor gates and xnor gates,3,3,0.304
buffers and inverters,0,9,0
-- per-stage QoR --
stage / setup WS, ns / setup TNS [ns] / power (W) / instance area, sq um / std cells
floorplan: 0.724 / 0 / 0.0000139 / 86.3 / 14
global placement: -0.421 / -1.49 / 0.0000468 / 234 / 69
detailed placement: -0.420 / -1.49 / 0.0000468 / 234 / 69
CTS: -0.0224 / -0.0355 / 0.0000438 / 231 / 69
global route: -0.000726 / -0.000726 / 0.0000477 / 225 / 69
finish: 0.0608 / 0 / 0.0000439 / 225 / 69
-- power by group through the flow --
stage / clock network, W / logic [W] / registers [W]
finish: 0 / 0.0000439 / 0
global route: 0 / 0.0000477 / 0
CTS: 0 / 0.0000438 / 0
-- cell usage after synthesis --
| cell | number | area (sq um) |
|---|---|---|
| sky130_fd_sc_hd__a21oi_1 | 1 | 5.00 |
| sky130_fd_sc_hd__nand2b_1 | 1 | 6.26 |
| sky130_fd_sc_hd__o21ai_0 | 1 | 5.00 |
| sky130_fd_sc_hd__xnor2_1 | 3 | 26.3 |
| sky130_fd_sc_hd__and2_1 | 3 | 18.8 |
| sky130_fd_sc_hd__nand3_1 | 1 | 5.00 |
| sky130_fd_sc_hd__o221ai_1 | 1 | 8.76 |
| sky130_fd_sc_hd__nand2_1 | 3 | 11.3 |
-- layer usage --
layer | global-route usage | vias to the layer above | routed length (microns)
met5 | 0 | - | 0
met4 | 0 | 0 | 0
met3 | 0.00341 | 0 | 58
met2 | 0.0104 | 9 | 128
met1 | 0.0105 | 51 | 164
li1 | - | 66 | -
-- worst max-delay path, cell delays in order --
cell	delay, ns
sky130_fd_sc_hd__clkbuf_4	0.15
sky130_fd_sc_hd__nand2_2	0.07
sky130_fd_sc_hd__xnor2_2	0.14
sky130_fd_sc_hd__and2_1	0.14
sky130_fd_sc_hd__clkdlybuf4s50_1	0.47
-- repair_timing --
action                                 CTS  global route
pin swaps                                0             2
endpoints found under the hold margin    0             0
hold buffers                             0             0
setup endpoints to repair                4             3
gates cloned                             0             0
resized                                 14             6
-- worst paths after layout --
path,end,slack [ns],cells past startpoint
max,o_data[1],0.06,5
min,o_data[0],1.10,3
Power is estimated from default activity; no workload was simulated.
